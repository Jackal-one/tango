[/design/flow/config.mk]
export PLATFORM = sky130hd
export DESIGN_NAME = fifo
export DESIGN_NICKNAME = fifo
export VERILOG_FILES = /design/flow/design.v
export SDC_FILE = /design/flow/constraint.sdc
export NUM_CORES = 4
export LEC_CHECK = 1
export CORE_UTILIZATION = 50
[/design/flow/constraint.sdc]
current_design fifo

set clk_period 2.8
set clk_io_pct 0.2

create_clock -name clk0 -period $clk_period [get_ports {i_clk}]

set non_clock_inputs [all_inputs -no_clocks]
set_input_delay [expr $clk_period * $clk_io_pct] -clock clk0 $non_clock_inputs
set_output_delay [expr $clk_period * $clk_io_pct] -clock clk0 [all_outputs]
[/design/flow/design.v]
module fifo #(
    parameter Depth = 8,
    parameter Width = 8
) (
    input              i_clk,
    input              i_rst_n,
    input              i_wr,
    input              i_rd,
    input  [Width-1:0] i_data,
    output [Width-1:0] o_data,
    output             o_full,
    output             o_empty
);
  localparam PtrMSB = $clog2(Depth);
  localparam AddrMSB = PtrMSB - 1;
  reg [PtrMSB:0] r_read_ptr;
  reg [PtrMSB:0] r_write_ptr;
  reg [Width-1:0] r_fifo[0:Depth-1];
  reg [Width-1:0] r_read_data;
  always @(posedge i_clk or negedge i_rst_n) begin
    if (~i_rst_n) begin
      r_write_ptr <= 0;
    end else begin
      if (i_wr && ~o_full) begin
        r_fifo[r_write_ptr[AddrMSB:0]] <= i_data;
        r_write_ptr <= r_write_ptr + 1;
      end
    end
  end
  always @(posedge i_clk or negedge i_rst_n) begin
    if (~i_rst_n) begin
      r_read_ptr <= 0;
    end else begin
      if (i_rd && ~o_empty) begin
        r_read_data <= r_fifo[r_read_ptr[AddrMSB:0]];
        r_read_ptr  <= r_read_ptr + 1;
      end
    end
  end
  assign o_data = r_read_data;
  assign o_empty = (r_read_ptr == r_write_ptr) ? 1'b1 : 1'b0;
  assign o_full = (r_write_ptr[AddrMSB:0] == r_read_ptr[AddrMSB:0]) &
                    (r_write_ptr[PtrMSB] ^ r_read_ptr[PtrMSB]) ?
                    1'b1 : 1'b0;
endmodule
[/design/flow/run.sh]
#!/bin/bash
# OpenROAD 26Q1-2900-gdf79404cd8, Yosys 0.63+post, stock flow scripts
make -C /OpenROAD-flow-scripts/flow DESIGN_CONFIG=/design/flow/config.mk WORK_HOME=/design/flow/orfs finish
==> flow_summary_export.csv <==
group,metric,value,unit
status,status,"complete, no violations",
critical_path,worst_r2r_endpoint,"r_read_data[6]",
drt,wl_per_cell,21.5,um
synthesis,synth.distinct_cells,42,
global_route,grt_max_degree,20,
critical_path,ff2ff_path_depth,4,
final_timing,fmax,0.384,GHz
final_timing,hold_ws,0.558,ns
critical_path,cp-end-kind,"output port",
critical_path,critPathTopFamily,"flip-flops",
critical_path,critPathLaunch,"r_read_ptr[1]",
cells_and_area,final_layout_top_logic_cells,"72 x edfxtp_1, 21 x clkdlybuf4s50_1, 12 x nand2_1, 12 x ha_1, 9 x clkbuf_8",
job,drv_cap,0,
final_timing,period_used_share,0.929,
floorplan,die_h,84.5,um
clock_tree,htree_levels,3,
final_timing,hold_viol_final,0,
critical_path,r2r_slack,0.56,ns
final_timing,fin_skew,0.00634,ns
final_timing,timing.final.crit_period,2.60,ns
critical_path,slowest_stage,"dfrtp_1",
critical_path,cp_slowest_stage_delay,0.52,ns
clock_tree,root_buffer,"clkbuf_8",
clock_tree,clockBufferDepth,2,
critical_path,path_cells,"xnor2_1 -> nand3_1 -> nor2_1 -> clkdlybuf4s50_1",
critical_path,arrival,2.04,ns
critical_path,path_max_fanout,11,
final_timing,final-setup-viol-count,0,
global_route,gr-usage-all-layers,0.226,
final_timing,setup_tns,0,ns
power,p_leak,1.36,nW
synthesis,synth_seq_share,0.695,
clock_tree,clock_sinks,80,
global_route,antenna_found_initial,0,
cells_and_area,drive_gt1_frac,0.126,
synthesis,ys_top_logic_family,"AND-OR/OR-AND gates",
synthesis,aoi_share,0.107,
clock_tree,cts_tree,"yes",
synthesis,synth-seq-cells,80,
critical_path,reg2reg_from,"r_read_ptr[1]",
synthesis,syn_inst,209,
synthesis,syn_avg_cell_area,16.3,um^2
global_route,grt_overflow,0,
global_route,grt_pass1_vias,2002,
floorplan,fp_util,0.526,
clock_tree,clkTransAtPathRegs,0.07,ns
placement,post-place-ws,0.484,ns
floorplan,chipArea,0.00713,mm^2
drt,drcViolationCount,0,
synthesis,yosysChipArea,0.00340,mm^2
drt,drt-vias-per-instance,5.92,
critical_path,cp.depth,4,
clock_tree,insertion_delay,0.33,ns
placement,place_hpwl,4.87,mm
critical_path,crit_end,"o_empty",
synthesis,mux_share,0.0397,
drt,initialDrtViolationCount,135,
power,irDropWorstVdd,0.000858,V
synthesis,yosysWarnings,2,
floorplan,ioPinCount,22,
synthesis,ys_sh_simple,0.0508,
floorplan,rows,29,
critical_path,setup.worst_path.class,"flip-flop to output port",
final_timing,relSlewSlack,0.588,
final_timing,rsz0062_at_grt,"no",
drt,routed_wl,6.77,mm
critical_path,cp_data_required_time,2.24,ns
final_timing,worst_pin_slew,0.618,ns
clock_tree,cts_resized,0,
job,tool_warnings,33,
final_timing,layout_setup_ws,0.197,ns
drt,ant_nets,0,
clock_tree,numCtsBuffers,9,
cells_and_area,layout_top_cell,"edfxtp_1",
synthesis,ys_cells,209,
clock_tree,postCtsSetupRepairBufs,0,
cells_and_area,syn_to_final_growth,13.1,%
floorplan,core,0.00646,mm^2
final_timing,drv_slew,0,
placement,numPortBuffers,21,
clock_tree,ctsHoldBuffers,0,
synthesis,ys_sh_adder,0.0442,
power,p_per_area,995,mW/mm^2
critical_path,timing.critical_path.buf_inv,1,
cells_and_area,fin_util,0.596,
drt,vias,1864,
drt,dr.pass1.iters,23,
global_route,grt_pass1_wl,10.9,mm
synthesis,ys_sh_xor,0.0335,
placement,globalplace.congestion,0.932,
floorplan,die_w,84.5,um
synthesis,syn_area,0.00340,mm^2
min_path,min_path_type,"input pin to asynchronous set/reset pin",
drt,diodes,0,
critical_path,startpoint_type,"flip-flop",
-- worst reg2reg max path, cell delays in order (launching register included) --
cell and delay (ns):
dfrtp_1 0.58, inv_1 0.12, ha_1 0.42, or3_1 0.61, o22a_1 0.28
-- worst min-delay path by stage --
| stage | cells after the start | startpoint | to |
|---|---|---|---|
| 4_1_cts | 2 | i_rst_n | r_write_ptr[1] |
| 5_1_grt | 2 | i_rst_n | r_write_ptr[1] |
| 6_report | 2 | i_rst_n | r_write_ptr[3] |
-- routing by layer --
metal	wire length [um]	GRT usage	up-vias	share of wire
li1	-	-	857	-
met1	2760	0.336	904	0.41
met2	3250	0.346	90	0.48
met3	692	0.120	13	0.10
met4	67	0.0154	0	0.0099
met5	0	0	-	0
-- cell usage after synthesis --
cell / number / area [um^2]
a22oi_1: 7 / 52.6
and3_1: 7 / 43.8
clkbuf_2: 1 / 5.00
dfrtp_1: 8 / 200
a21oi_1: 4 / 20.0
and2_1: 3 / 18.8
mux2i_1: 3 / 30.0
edfxtp_1: 72 / 2160
xnor2_1: 6 / 52.6
inv_1: 8 / 30.0
buf_1: 1 / 3.75
mux2_1: 1 / 11.3
a222oi_1: 5 / 50.1
clkbuf_1: 4 / 15.0
xor2_2: 1 / 16.3
xor2_1: 2 / 17.5
buf_6: 2 / 22.5
buf_4: 2 / 15.0
a2bb2oi_1: 1 / 8.76
o21ba_2: 1 / 10.0
mux2_4: 1 / 15.0
o32a_1: 2 / 20.0
a311o_1: 2 / 20.0
o21ai_0: 1 / 5.00
o22a_1: 1 / 8.76
nor2_1: 8 / 30.0
o311ai_0: 2 / 17.5
or3_1: 1 / 6.26
o41ai_4: 2 / 55.1
buf_2: 2 / 10.0
a221o_1: 1 / 10.0
xor2_4: 1 / 27.5
ha_1: 12 / 150
a22o_1: 4 / 35.0
or2_2: 1 / 6.26
nand4_1: 2 / 12.5
nand3_1: 2 / 10.0
nand2_1: 12 / 45.0
a41oi_1: 4 / 35.0
a21boi_0: 1 / 7.51
mux2_2: 7 / 78.8
a221oi_1: 1 / 8.76
-- sequential cells by signal, summed over array words and instances, names as in the netlist --
register,cells
r_fifo,64
r_write_ptr,4
r_read_ptr,4
r_read_data,8
-- where the power goes --
| part | leakage (nW) | internal, W | total, W | switching, W |
|---|---|---|---|---|
| sequential | 0.748 | 0.00152 | 0.00170 | 0.000180 |
| combinational | 0.522 | 0.000607 | 0.00135 | 0.000739 |
| clock | 0.0876 | 0.000412 | 0.000775 | 0.000363 |
-- through the flow --
stage	power, W	area [um^2]	instances
after floorplan	0.00267	3400	209
after global placement	0.00306	3660	299
after detailed placement	0.00307	3660	299
after CTS	0.00385	3850	315
after global routing	0.00407	3850	315
final	0.00383	3850	315
-- cells by family (layout without fill, tap and decap cells) --
family / Yosys count / in the layout
DFF: 80 / 80
and+or+nand+nor: 36 / 36
xor gates and xnor gates: 10 / 10
buffers and inverters: 20 / 49
adders and majority gates: 12 / 12
muxes: 12 / 12
AOI/OAI and AO/OA: 39 / 39
-- final cells by class --
| class | instances | area (um^2) |
|---|---|---|
| Timing Repair Buffer | 25 | 240 |
| Clock buffer | 13 | 139 |
| Tap cell | 77 | 96.3 |
| Fill cell | 481 | 2610 |
| Clock inverter | 3 | 42.5 |
| Multi-Input combinational cell | 109 | 936 |
| Sequential cell | 80 | 2360 |
| Inverter | 8 | 30.0 |
No activity file was given, so power comes from the tool's default toggle rates.
