`design/flow/run.sh`:
```
#!/bin/bash
# OpenROAD 26Q1-2900-gdf79404cd8, Yosys 0.63+post, stock flow scripts
make -C /OpenROAD-flow-scripts/flow DESIGN_CONFIG=/design/flow/config.mk WORK_HOME=/design/flow/orfs finish
```
`design/flow/config.mk`:
```
export PLATFORM = sky130hd
export DESIGN_NAME = fifo_async
export DESIGN_NICKNAME = fifo_async
export VERILOG_FILES = /design/flow/design.v
export SDC_FILE = /design/flow/constraint.sdc
export NUM_CORES = 4
export LEC_CHECK = 1
export CORE_UTILIZATION = 40
```
`design/flow/constraint.sdc`:
```
current_design fifo_async

set clk_period 4.3
set clk_io_pct 0.2

create_clock -name clk0 -period $clk_period [get_ports {i_rd_clk}]
create_clock -name clk1 -period $clk_period [get_ports {i_wr_clk}]

set non_clock_inputs [all_inputs -no_clocks]
set_input_delay [expr $clk_period * $clk_io_pct] -clock clk0 $non_clock_inputs
set_output_delay [expr $clk_period * $clk_io_pct] -clock clk0 [all_outputs]
```
`design/flow/design.v`:
```
`default_nettype none
module fifo_async #(
    parameter Depth = 8,
    parameter Width = 8
) (
    input wire i_wr_clk,
    input wire i_wr_rstn,
    input wire i_wr_en,
    input wire [Width-1:0] i_wr_data,
    input wire i_rd_clk,
    input wire i_rd_rstn,
    input wire i_rd_en,
    output wire [Width-1:0] o_rd_data,
    output reg o_full,
    output reg o_empty
);
  localparam AW = $clog2(Depth);
  localparam DW = Width;
  reg [DW-1:0] mem[0:Depth-1];
  reg [AW:0] write_ptr, read_ptr;
  wire [AW-1:0] write_addr = write_ptr[AW-1:0];
  wire [AW-1:0] read_addr = read_ptr[AW-1:0];
  reg [AW:0] write_ptr_gray, read_ptr_gray;
  reg [AW:0] write_ptr_gray_sync1, read_ptr_gray_sync1;
  reg [AW:0] write_ptr_gray_sync2, read_ptr_gray_sync2;
  always @(posedge i_wr_clk or negedge i_wr_rstn) begin
    if (~i_wr_rstn) begin
      read_ptr_gray_sync1 <= 0;
      read_ptr_gray_sync2 <= 0;
    end else begin
      read_ptr_gray_sync1 <= read_ptr_gray;
      read_ptr_gray_sync2 <= read_ptr_gray_sync1;
    end
  end
  wire [AW:0] write_ptr_next = write_ptr + (i_wr_en & ~o_full);
  wire [AW:0] write_ptr_gray_next = (write_ptr_next >> 1) ^ write_ptr_next;
  always @(posedge i_wr_clk or negedge i_wr_rstn) begin
    if (~i_wr_rstn) begin
      write_ptr <= 0;
      write_ptr_gray <= 0;
    end else begin
      write_ptr <= write_ptr_next;
      write_ptr_gray <= write_ptr_gray_next;
    end
  end
  always @(posedge i_wr_clk or negedge i_wr_rstn)
    if (~i_wr_rstn) begin
      o_full <= 1'b0;
    end else begin
      o_full <= (write_ptr_gray[AW:AW-1] == ~read_ptr_gray_sync2[AW:AW-1])
				&& (write_ptr_gray[AW-2:0]==read_ptr_gray_sync2[AW-2:0]);
    end
  always @(posedge i_wr_clk) begin
    if (i_wr_en && ~o_full) begin
      mem[write_addr] <= i_wr_data;
    end
  end
  always @(posedge i_rd_clk or negedge i_rd_rstn) begin
    if (~i_rd_rstn) begin
      write_ptr_gray_sync1 <= 0;
      write_ptr_gray_sync2 <= 0;
    end else begin
      write_ptr_gray_sync1 <= write_ptr_gray;
      write_ptr_gray_sync2 <= write_ptr_gray_sync1;
    end
  end
  wire [AW:0] read_ptr_next = read_ptr + (i_rd_en & ~o_empty);
  wire [AW:0] read_ptr_gray_next = (read_ptr_next >> 1) ^ read_ptr_next;
  always @(posedge i_rd_clk or negedge i_rd_rstn) begin
    if (~i_rd_rstn) begin
      read_ptr <= 0;
      read_ptr_gray <= 0;
    end else begin
      read_ptr <= read_ptr_next;
      read_ptr_gray <= read_ptr_gray_next;
    end
  end
  always @(posedge i_rd_clk or negedge i_rd_rstn) begin
    if (~i_rd_rstn) begin
      o_empty <= 1'b1;
    end else begin
      o_empty <= (write_ptr_gray_sync2 == read_ptr_gray);
    end
  end
  assign o_rd_data = mem[read_addr];
endmodule
`default_nettype wire
```
==> run summary <==
Physical implementation status

The clock edge transition at the registers on the reported setup and hold paths stands at 0.08 ns. In the post-synthesis netlist, the cell with the most instances is edfxtp_1. The number of standard cells reported by yosys stands at 169. The number of top-level pins stands at 24. The routed wire length per instance stands at around 18 um. The synthesis report names the predominant flop master as edfxtp_1. The utilization after layout stands at 0.488.

The run finished with clean final reports. STA classifies the critical path startpoint as a flip-flop. According to the CTS report, the clock sink count is approximately 96. After floorplanning, the die was sized to cover 0.00938 sq mm. The post-CTS setup buffer count stands at 0. The site row count stands at 34.

The violation count after the first detailed-routing iteration stands at slightly below 60. Leaving out buffers and inverters, the combinational logic in the layout accounts for between 800 and 900 sq um. TritonCTS built the clock tree. The top fanout value on the critical path stands at 18. Per the synth log, the flip-flop and latch total comes to 96.

Sorting the Yosys area breakdown by cell type puts at the top edfxtp_1. The count of port buffers added during placement stands at 22. Counting endpoints that fail hold in the final report gives 0.

The main area contributors are edfxtp_1 53%, dfrtp_1 22%, mux4_1 12%. Ranked by instance count, the synthesized netlist is headed by 64 x edfxtp_1, 31 x dfrtp_1, 16 x mux4_1, 13 x xor2_1, 8 x mux2_2. The max-cap violation count stands at 0. The analysis reports a worst IR drop on VDD of about 0.31 mV. After synthesis the cells add up to 0.00360 sq mm.

The layout has between 600 and 700 filler cells. The wire length after detailed routing stands at 5.85 mm. Per the gpl log, the routability congestion estimate is 0.811. The mean instance size in the synthesized netlist stands at between 20 and 25 sq um.

Setup violations remaining at the end of the flow were counted as 0. The initial utilization of the core area, before any placement, comes to 0.412. Looking at the setup timing report, the critical path kind is reg2out. The yosys synthesis chip area stands at between 0.003 and 0.004 sq mm. The number of antenna violations at the first check in global routing came to 0. Per the hold report, the tightest min-delay path originates at read_ptr_gray[2]. In the routed netlist, the antenna diode instances number 0. The share of post-route cells with drive strength above 1 stands at 0.177.

The global routing report lists combined usage of all routing layers as 0.144. The number of global-route vias before repair stands at around 1800. The area added between synthesis and finish stands at 18.3%. The path with the worst hold slack has its endpoint at read_ptr_gray_sync1[2]. For the completed layout, the total cell area is recorded as about 0.0043 sq mm. The critical path arrival stands at about 2.2 ns. The depth of the worst register-to-register path stands at 4. The worst setup path is captured at a primary output. Setup repair after global routing left no endpoint under its margin. Counting the warning lines in the Yosys log gives 1. The endpoint identified for the worst register-to-register timing path is read_ptr_gray[1]. The post-route clock skew stands at around 0.0037 ns.

The timing report attributes the biggest portion of critical-path delay to multiplexers. The path class of the tightest hold or removal check is reg2reg. The vias per cell stands at about 5.1. The worst slack at placement stands at roughly 1.5 ns. The post-cts repair resize count stands at 0. Per the synth stats, the proportion of register bits with asynchronous set or reset is 0.333. Setup slack on the worst reg-to-reg path comes out at 2.67 ns. The instance tally after logic synthesis stands at 169. The cell depth of the worst hold path stands at 0. The leakage component of the power was reported as ~0.0016 uW. The first global-routing pass estimated 9.36 mm of wire.

The region available for standard cell placement spans 0.00872 sq mm. The number of warnings reported in the stage logs is 27. The signal on the critical path passes through buf_4, mux4_1, mux2_2, clkdlybuf4s50_1.

Per the STA report, the cell with the highest stage delay on the worst path is mux4_1. The count of nets left with antenna violations once routing finished came out at 0. The total congestion overflow stands at 0.

After legalization and detailed placement, the total HPWL measured 3.67 mm. The first detailed-routing pass ran for 4 iterations. The number of pins exceeding their max-slew limit in the final report stands at 0.

Of the post-synthesis cell area, the dominant cell type holds 0.534. Summing over every cut layer, the via total after detailed routing is roughly 1600. The combined flip-flop and latch cell area stands at about 0.0027 sq mm. Entering global routing, the biggest net connects 19 pins.

The setup TNS after final layout stands at 0 ns. The count of distinct cell types in the synthesized netlist stands at 20. The worst slew margin relative to its limit stands at 0.523. The delay of the slowest critical-path stage stands at around 0.63 ns. The worst register-to-register path begins at read_ptr[0].

The pin closest to its max-slew limit shows a slew of 0.715 ns. The horizontal die size stands at slightly below 100 um. Yosys mapped a number of flops with a built-in enable equal to 64. The post-CTS hold buffer count recorded in the log is 0. Per the post-run analysis, buffers plus inverters along the critical path come to 2. The register area share after synthesis stands at 0.757.

The worst path setup slack after routing stands at roughly 1.3 ns. The data required time at the worst endpoint stands at roughly 3.4 ns. The floorplan step set the die height to 96.8 um.

The instance area after placement stands at slightly below 0.004 sq mm. The post-route DRC violation count stands at 0. Power spread over the standard cell area amounts to around 690 mW/mm^2.
stage by stage:
| stage | power [uW] | hold WS (ns) | std cells |
|---|---|---|---|
| 2_1_floorplan | 1890 | 0.331 | 169 |
| 3_3_place_gp | 2180 | 0.338 | 303 |
| 3_5_place_dp | 2220 | 0.335 | 303 |
| 4_1_cts | 2960 | 0.336 | 323 |
| 5_1_grt | 3100 | 0.335 | 323 |
| 6_report | 2920 | 0.332 | 323 |
placed cells by master (no fill, tap or decap):
cell type,instances
dfrtp_1,31
nor4_1,2
inv_8,1
xnor2_1,6
nand3_1,2
nor2b_1,2
mux2_2,8
inv_1,1
bufinv_16,2
mux4_1,16
nand2_1,3
clkinv_4,1
clkdlybuf4s50_1,22
edfxtp_1,64
inv_6,2
clkbuf_8,13
buf_4,9
dfstp_2,1
xor2_1,13
nor3_1,2
nor2_1,6
ha_1,4
nand2b_1,3
clkinvlp_2,1
logic make-up after synthesis:
group / share of synthesized area
flip-flops: 0.757
adder cells (fa/ha/maj): 0.0139
buffers and inverters: 0.0136
multiplexers: 0.142
XOR/XNOR: 0.0463
AND/OR/NAND/NOR: 0.0271
power breakdown:
group	switching (uW)	leakage (uW)	internal [uW]	total [uW]
clock	322	0.000141	415	737
sequential	161	0.000957	1240	1410
combinational	311	0.000470	465	776
total	793	0.00157	2120	2920
final cells by class:
cell class                      instances  share of cell area
Clock buffer                           13              0.0420
Clock inverter                          7              0.0241
Inverter                                1            0.000882
Multi-Input combinational cell         67               0.194
Sequential cell                        96               0.640
Tap cell                              108              0.0317
Timing Repair Buffer                   31              0.0676
routing by layer:
layer	global-route usage	part of all wire	up-vias
met1	0.206	0.40	823
li1	-	-	739
met3	0.0868	0.10	12
met2	0.209	0.47	68
met4	0.0264	0.019	0
met5	0	0	-
registers in the layout, summed over array words and instances (netlist names):
register / cells
read_ptr_gray_sync2: 4
read_ptr_gray_sync1: 4
write_ptr_gray_sync2: 4
o_empty: 1
o_full: 1
read_ptr_gray: 3
read_ptr: 4
write_ptr_gray: 3
write_ptr: 4
write_ptr_gray_sync1: 4
mem: 64
how the worst max path moves through the flow:
stage / start / endpoint / slack [ns] / cells after the start
4_1_cts: read_ptr[2] / o_rd_data[0] / 1.26 / 3
5_1_grt: read_ptr[2] / o_rd_data[1] / 1.17 / 3
6_report: read_ptr[1] / o_rd_data[6] / 1.29 / 4
Power is estimated from default activity; no workload was simulated.
