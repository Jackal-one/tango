**flow/run.sh**
```bash
#!/bin/bash
# OpenROAD 26Q1-2900-gdf79404cd8, Yosys 0.63+post, stock flow scripts
make -C /OpenROAD-flow-scripts/flow DESIGN_CONFIG=/design/flow/config.mk WORK_HOME=/design/flow/orfs finish
```
**flow/config.mk**
```make
export PLATFORM = sky130hd
export DESIGN_NAME = video_signal_gen
export DESIGN_NICKNAME = video_signal_gen
export VERILOG_FILES = /design/flow/design.v
export SDC_FILE = /design/flow/constraint.sdc
export NUM_CORES = 4
export LEC_CHECK = 1
export CORE_AREA = 10 10 104 104
export DIE_AREA = 0 0 114 114
```
**flow/constraint.sdc**
```tcl
current_design video_signal_gen

set clk_period 5.0
set clk_io_pct 0.2

create_clock -name clk0 -period $clk_period [get_ports {clk}]

set non_clock_inputs [all_inputs -no_clocks]
set_input_delay [expr $clk_period * $clk_io_pct] -clock clk0 $non_clock_inputs
set_output_delay [expr $clk_period * $clk_io_pct] -clock clk0 [all_outputs]
```
**flow/design.v**
```verilog
module video_signal_gen #(
    parameter HRes = 480,
    parameter VRes = 272,
    parameter HFrontPorch = 2,
    parameter HSyncPulse = 41,
    parameter HBackPorch = 2,
    parameter VFrontPorch = 2,
    parameter VSyncPulse = 10,
    parameter VBackPorch = 2
) (
    input wire clk,
    input wire rstn,
    output wire hsync,
    output wire vsync,
    output wire de,
    output reg [9:0] sx,
    output reg [9:0] sy
);
  localparam HSyncStart = HRes + HFrontPorch;
  localparam HSyncEnd = HSyncStart + HSyncPulse;
  localparam HTotal = HSyncEnd + HBackPorch;
  localparam VSyncStart = VRes + VFrontPorch;
  localparam VSyncEnd = VSyncStart + VSyncPulse;
  localparam VTotal = VSyncEnd + VBackPorch;
  always @(posedge clk or negedge rstn) begin
    if (!rstn) begin
      sx <= 0;
      sy <= 0;
    end else begin
      if (sx == HTotal - 1) begin
        sx <= 0;
        sy <= sy == VTotal - 1 ? 0 : sy + 1;
      end else begin
        sx <= sx + 1;
      end
    end
  end
  assign hsync = ~(sx >= HSyncStart && sx < HSyncEnd);
  assign vsync = ~(sy >= VSyncStart && sy < VSyncEnd);
  assign de = (sx < HRes) && (sy < VRes);
endmodule
```
==> notes.md <==
flow finished, numbers: status=completed, CTS resizes=0, Port Buf Inserts=24, vias in the first global route=857, Peak VDD IR=0.0000670 V, ys flop type=dfrtp_1, area grow syn2layout=38.3%, GP Congestion=slightly below 0.8, Syn Area/Cell=just under 10 um^2, drt wl/cell=between 10 and 15 um, measured slew at the worst slew-check pin=0.936 ns, CTS Sinks=20, Final Cell Area=between 1500 and 2000 um^2, Final period util=69.6%, Tot GR Track Use=4.35%, sequential share of the synthesized area=between 40% and 50%, row cnt=34, clk slew on worst S/H paths=0.07 ns, initial DRC count=~100, hold_ws=0.517 ns, Worst Setup Path Type=register to primary output, Post-CTS Setup Inserts=0, Startpoint Class=register, cell family with most CP delay=simple AND/OR/NAND/NOR gates, Post-Syn Area=1090 um^2, H-Tree Level Count=1, Peak Freq=about 290 MHz, CP arrival=2.48 ns, clk root buf=clkbuf_8, Vert. Die Dim=approximately 110 um, CTS tree=done, post-synth area from yosys stat=about 1100 um^2, Yosys cell types=31, crit path max-delay cell type=clkdlybuf4s50_1, largest net degree at the start of global routing=21, clock skew=approximately 0.0010 ns, # setup viols final=0, Routed Antenna Nets=0, Hold WC Path Type=register to register, CTS Buf Count=3, OpenROAD warning count=29, largest area contributor in the synthesized netlist=dfrtp_1, FF+latch count, synth=20, Die X=~110 um, Syn Inst Count=110, Die Size=13000 um^2, Power, Total=0.000272 W, DRT Pass-1 Iters=4, min cycle time layout=3.48 ns, global route overflow=0, worst path cell trace=inv_1, ha_1, or4_1, or3_1, a32oi_1, clkdlybuf4s50_1, Post-DP Area=1470 um^2, Fin. Hold Viols=0, worst path required time=around 4 ns, via count=891, DP Worst Slack=1.75 ns, Syn. warnings=1, drt drc=0, Largest cells by area=dfrtp_1, ha_1, xnor2_1, top-count cell post-synth=dfrtp_1, Slew headroom=a little under two fifths, Via density=about 3.7, Routed WL=approximately 3000 um, hpwl dp=2230 um, share of cells above drive strength 1=around 5.1%, ys cells=about 110, Max Cap Violations=0, flip-flops with a built-in enable=0, unrepaired setup endpoints after global routing=false, Ant. Diodes=0, Crit path largest cell delay=0.50 ns, final setup margin=approximately 1.5 ns, max-slew violations=0, Top cell area share=45.8%, leakage power=between 0.6 and 0.7 nW, clk buf depth=2, Commonest cells post-synth=dfrtp_1, nand2_1, o21ai_0, xnor2_1, Worst Path Max Fanout=6, Post-Route Setup TNS=0 ns, Floorplan Utilization=12.6%, first-pass GRT wire length=around 4600 um, core area=8680 um^2, ys async rst share=100%, PwrDens=between 150 and 200 nW/um^2, WP buf/inv=2, IO Count=25, worst skew pair latency=0.25 ns, Hold Buf Count CTS=0, antenna violations before repair=0, Setup crit end kind=primary output
## routing by layer
layer | global-route usage, % | part of all wire [%]
met1 | 6.02 | 48
met2 | 6.64 | 46
met3 | 1.44 | 5.8
met4 | 0.585 | 0.47
met5 | 0 | 0
## through the flow
stage | std cells | util (%)
2_1_floorplan | 110 | -
3_3_place_gp | 241 | 17.0
3_5_place_dp | 241 | 17.0
4_1_cts | 244 | 17.4
5_1_grt | 244 | 17.4
6_report | 244 | 17.4
## area by class of cell
class,instances,area (um^2)
Clock buffer,3,41.3
Fill cell,983,7170
Inverter,5,18.8
Multi-Input combinational cell,82,562
Sequential cell,20,500
Tap cell,108,135
Timing Repair Buffer,26,255
## power breakdown
| part | total [W] | internal, W | switching, W |
|---|---|---|---|
| Sequential | 0.000162 | 0.000162 | 0 |
| Clock | 0.000106 | 0.0000536 | 0.0000528 |
| Combinational | 0.00000442 | 0.00000120 | 0.00000322 |
## registers in the layout, summed over array words and instances, names as in the netlist
| name | cells |
|---|---|
| sx | 10 |
| sy | 10 |
## final timing paths
| check | from | depth (start not counted) | slack (ns) | endpoint |
|---|---|---|---|---|
| worst max-delay path | sx[0] | 6 | 1.52 | hsync |
| worst min-delay path | sx[8] | 1 | 0.52 | sx[8] |
| max in group asynchronous | rstn | 2 | 3.71 | sx[6] |
| worst max register to register | sx[6] | 5 | 2.57 | sy[8] |
| worst min register to register | sx[8] | 1 | 0.52 | sx[8] |
| min in group asynchronous | rstn | 2 | 1.08 | sy[0] |
## layout by cell type, fill, tap and decap left out
cell type / Yosys / routed
nor4_1: 1 / 1
or2_2: 1 / 1
nor3b_1: 1 / 1
inv_1: 5 / 5
buf_4: 0 / 2
xnor2_1: 7 / 7
a21o_1: 1 / 1
o22ai_1: 1 / 1
clkdlybuf4s50_1: 0 / 24
or3_1: 2 / 2
o41a_1: 1 / 1
nand2_1: 8 / 8
xor2_1: 4 / 4
dfrtp_1: 20 / 20
nor4b_1: 2 / 2
clkbuf_8: 0 / 3
nand3_1: 5 / 5
nand2b_1: 3 / 3
nor2_1: 6 / 6
nand4_1: 4 / 4
and4_1: 1 / 1
o21ai_0: 7 / 7
and3_1: 6 / 6
o2bb2ai_1: 2 / 2
a2111oi_0: 1 / 1
ha_1: 6 / 6
and2_1: 2 / 2
a32oi_1: 1 / 1
nor3_1: 4 / 4
a211o_1: 1 / 1
or4b_4: 1 / 1
or4_1: 3 / 3
## logic make-up (layout without fill, tap and decap cells)
family | count (synthesis) | after routing | synth area share, %
simple gates | 50 | 50 | 26.2
flops | 20 | 20 | 45.8
compound gates | 15 | 15 | 9.50
xor+xnor | 11 | 11 | 8.81
buf+inv | 8 | 34 | 2.86
fa+ha+maj | 6 | 6 | 6.86
Power is estimated from default activity; no workload was simulated.
